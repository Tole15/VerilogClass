==> flow/design.v <==
module bcd_a_7seg_anodo_comun (
    input  [3:0] bcd,
    output reg [6:0] catodo   
);
    always @* begin
        case (bcd)
            4'd0:  catodo = 7'b0000001;
            4'd1:  catodo = 7'b1001111;
            4'd2:  catodo = 7'b0010010;
            4'd3:  catodo = 7'b0000110;
            4'd4:  catodo = 7'b1001100;
            4'd5:  catodo = 7'b0100100;
            4'd6:  catodo = 7'b0100000;
            4'd7:  catodo = 7'b0001111;
            4'd8:  catodo = 7'b0000000;
            4'd9:  catodo = 7'b0000100;
            4'd10: catodo = 7'b0001000;  
            4'd11: catodo = 7'b1100000;  
            4'd12: catodo = 7'b0110001;  
            4'd13: catodo = 7'b1000010;  
            4'd14: catodo = 7'b0110000;  
            4'd15: catodo = 7'b0111000;  
            default: catodo = 7'b1111111;
        endcase
    end
endmodule
module antirrebote #(
    parameter CLK_HZ = 50_000_000,
    parameter DEBOUNCE_MS = 10
)(
    input  clk,
    input  nivel,        
    output reg estable
);
    localparam integer LIM = (CLK_HZ/1000)*DEBOUNCE_MS;
    reg [31:0] cnt = 0;
    reg s0=0, s1=0, prev=0;
    always @(posedge clk) begin
        s0 <= nivel; s1 <= s0;
        if (s1 == prev) begin
            if (cnt < LIM) cnt <= cnt + 1; else estable <= s1;
        end else begin
            prev <= s1; cnt <= 0;
        end
    end
endmodule
module practica2 #(
    parameter CLK_HZ = 50_000_000,
    parameter BOTON_ACTIVO_BAJO = 1
)(
    input        clk,
    input  [3:0] interruptor,    
    input  [3:0] boton,          
    output [6:0] catodo,         
    output       punto,          
    output [3:0] anodo           
);
    wire [3:0] hex = interruptor[3:0];
    wire [3:0] btn_nivel = BOTON_ACTIVO_BAJO ? ~boton : boton;
    wire b0, b1, b2, b3;
    antirrebote #(.CLK_HZ(CLK_HZ)) db0(.clk(clk), .nivel(btn_nivel[0]), .estable(b0));
    antirrebote #(.CLK_HZ(CLK_HZ)) db1(.clk(clk), .nivel(btn_nivel[1]), .estable(b1));
    antirrebote #(.CLK_HZ(CLK_HZ)) db2(.clk(clk), .nivel(btn_nivel[2]), .estable(b2));
    antirrebote #(.CLK_HZ(CLK_HZ)) db3(.clk(clk), .nivel(btn_nivel[3]), .estable(b3));
    reg b0d=0, b1d=0, b2d=0, b3d=0;
    wire ev0 =  b0 & ~b0d;
    wire ev1 =  b1 & ~b1d;
    wire ev2 =  b2 & ~b2d;
    wire ev3 =  b3 & ~b3d;
    reg [1:0] sel = 2'd0;  
    always @(posedge clk) begin
        b0d <= b0; b1d <= b1; b2d <= b2; b3d <= b3;
        if (ev0) sel <= 2'd0;
        else if (ev1) sel <= 2'd1;
        else if (ev2) sel <= 2'd2;
        else if (ev3) sel <= 2'd3;
    end
    wire [6:0] seg;
    bcd_a_7seg_anodo_comun udec(.bcd(hex), .catodo(seg));
    assign catodo = seg;
    assign punto  = 1'b1;                  
    assign anodo  = ~(4'b0001 << sel);     
endmodule
==> flow/run.sh <==
#!/bin/bash
# OpenROAD 26Q1-2900-gdf79404cd8, Yosys 0.63+post, stock flow scripts
make -C /OpenROAD-flow-scripts/flow DESIGN_CONFIG=/design/flow/config.mk WORK_HOME=/design/flow/orfs finish
==> flow/config.mk <==
export PLATFORM = sky130hd
export DESIGN_NAME = practica2
export DESIGN_NICKNAME = practica2
export VERILOG_FILES = /design/flow/design.v
export SDC_FILE = /design/flow/constraint.sdc
export NUM_CORES = 4
export LEC_CHECK = 1
export CORE_UTILIZATION = 30
==> flow/constraint.sdc <==
current_design practica2

set clk_period 4.7
set clk_io_pct 0.2

create_clock -name clk0 -period $clk_period [get_ports {clk}]

set non_clock_inputs [all_inputs -no_clocks]
set_input_delay [expr $clk_period * $clk_io_pct] -clock clk0 $non_clock_inputs
set_output_delay [expr $clk_period * $clk_io_pct] -clock clk0 [all_outputs]
==> Slide: Implementation Results <==
Key Metrics from the Run

Worst setup path
  – R2R Setup Slk: 2.08 ns
  – Worst reg2reg path endpoint: db1.cnt[17]$_SDFFE_PP0N_
  – CP Max Fanout: 5
  – Crit path kind: input port to output port
  – CP arrival: 2.86 ns
  – Cell count of the worst reg-to-reg path: 5
  – Reg-to-Reg Start: db1.cnt[24]$_SDFFE_PP0N_
  – Worst EP required: 3.76 ns
  – CP startpoint kind: input port
  – Crit end category: output port

Clocking
  – Setup Buffers After CTS: 0
  – CTS tree: done
  – Htree depth: 4
  – PostCTS Resize Cnt: 0
  – Worst skew pair latency: 0.41 ns
  – Clock slew at reported path FFs: 0.05 ns
  – Clk buf depth: 2
  – Clock root cell: clkbuf_16
  – CTS Hold Bufs: 0
  – CTS Buf Count: 17
  – Clock sink count: 150

Outcome
  – Outcome: finished clean

Floorplan
  – Row cnt: 52
  – Ports: 21
  – Core Area: 0.0203 sq mm
  – Initial core utilization: 30.7%
  – Die Span Y: 146 um
  – Die area: 0.0213 sq mm
  – Die Wd: 146 um

Drt
  – DRT Wirelength: 11100 um
  – ANT cells: 0
  – TritonRoute pass-1 iters: 4
  – Vias: 4673
  – Via density: 4.82
  – DRC violations left: 0
  – Average wire per standard cell: 11.4 um
  – Post-DRT Antenna Nets: 0
  – DRT iter0 DRCs: 255

Finish
  – Finished Layout Cells: 969
  – Layout cells sized above 1: 6.72%
  – # fillers: 2052
  – Area growth, synth to finish: 17.6%

Pwr
  – VDD IR-drop max: 275 uV
  – Power Dens Cells: 404 mW/mm^2
  – Pwr Total: 2.96 mW
  – P_leak: 2.59 nW

Timing
  – Final Hold Violation Tally: 0
  – Slew Limit Fails: 0
  – Period utilization: 80.9%
  – Final WS setup: 0.896 ns
  – Slew margin rel.: 48.0%
  – RSZ-0062 raised after global routing: no
  – Setup tns final: 0 ns
  – Worst clock skew: 0.00551 ns
  – Maximum clock frequency: 263 MHz
  – Final setup viols: 0
  – Crit path time final: 3.80 ns
  – Slew @ Worst Pin: 0.775 ns

Worst hold path
  – Hold path endpoint: db1.s1$_DFF_P_
  – Worst hold path depth: 0
  – Hold crit path type: register to register
  – Worst hold path startpoint: db1.s0$_DFF_P_

Placement
  – IO Port Bufs: 19
  – Placed cell count: 937
  – RePlAce Congestion: 0.779
  – Detail Placement HPWL: 7130 um
  – Post-place setup slack: 0.906 ns

Global routing
  – Total grt overflow: 0
  – Number of global-route vias before repair: 4388
  – First-pass GRT wire length: 19900 um
  – All-Layer GR Usage: 11.2%
  – Pin count of the biggest net entering global routing: 25
  – Initial antenna violation count: 0

Logic synthesis
  – Distinct cell type count after synthesis: 59
  – Asr flop ratio synth: 0%
  – YS warnings: 3
  – Synth area leaders: dfxtp_1 46%, and2_1 5.6%, a21oi_1 3.9%, edfxtp_1 3.9%, xnor2_1 3.0%
  – Synth Seq Share: 49.5%
  – Avg Synthesized Cell Area: 9.30 sq um
  – Gate Count Post-Synth: 670
  – Yosys stat cell total: 670
  – Commonest flop: dfxtp_1
  – Cell type with the largest total area: dfxtp_1
  – Top-area cell share: 45.6%
  – Post-synth EDFFs: 8
  – Yosys stat chip area: 0.00623 sq mm
  – Synthesized registers: 150
  – Synthesized area: 0.00623 sq mm

Job
  – OpenROAD warning count: 30
  – Maxcap violations: 0
layout make-up:
class	count	area, sq um	area share, %
inverters	19	71.3	0.974
repair buffers	25	235	3.21
flip-flops and latches	150	3080	42.1
well taps	270	338	4.61
multi-input cells	473	2960	40.4
clock buffers	24	492	6.71
clock inverters	8	144	1.96
cells in the final DEF (no fill, tap or decap), types with 17 or more instances in the layout:
cell | netlist | routed
xnor2_1 | 21 | 21
nor2_1 | 45 | 45
nor4_1 | 23 | 23
and2_1 | 56 | 56
o21ai_0 | 23 | 23
or4_1 | 19 | 19
nand3_1 | 22 | 22
inv_1 | 17 | 17
or3_1 | 21 | 21
o31ai_1 | 19 | 19
dfxtp_1 | 142 | 142
clkdlybuf4s50_1 | 0 | 19
a21oi_1 | 49 | 49
clkbuf_16 | 0 | 17
nand2_1 | 44 | 44
cell families (layout without fill, tap and decap cells):
family,count (synthesis),after routing,synth area share [%]
compound gates,133,133,13.7
xor+xnor,22,22,3.09
fa+ha+maj,10,10,2.01
buf+inv,47,76,2.99
flops,150,150,49.5
mux,5,5,1.00
other cells,1,1,0.0602
simple gates,302,302,27.7
critical path: stages:
cell and delay (ns):
clkdlybuf4s50_1 0.56, inv_1 0.14, ha_1 0.33, inv_1 0.05, mux4_2 0.44, clkdlybuf4s50_1 0.41
registers in the layout, indices dropped and copies added, names as in the netlist, 2 cells and up:
register  cells
db3.cnt      32
db1.cnt      32
sel           2
db0.cnt      32
db2.cnt      32
cell usage after synthesis, drive strengths merged (3+ instances only):
library cell,number
dfxtp,142
and2,56
a21oi,49
nor2,45
nand2,44
nor4,26
o21ai,23
nand3,22
clkbuf,21
or3,21
xnor2,21
o31ai,19
or4,19
inv,17
nand4,16
nor3,12
and4,11
ha,10
edfxtp,8
buf,7
o21a,7
and3,6
o211ai,6
nand2b,5
nor2b,5
a31oi,4
a41o,4
mux2i,4
a31o,3
o31a,3
or2,3
metal layers:
layer	GRT usage, %	share of wire, %	up-vias
met5	0	0	-
met4	1.09	0.79	0
met3	2.39	3.4	5
met2	17.1	42	49
met1	17.2	54	2130
li1	-	-	2489
where the power goes:
part	leakage, nW	internal (mW)	switching, mW
clock	0.314	0.944	0.490
sequential	1.23	1.32	0.0337
combinational	1.05	0.0680	0.109
total	2.59	2.33	0.633
per-stage QoR:
step	cell area [sq um]	util [%]	hold slack (ns)
2_1_floorplan	6230	-	0.310
3_3_place_gp	6690	33.0	0.316
3_5_place_dp	6690	33.0	0.314
4_1_cts	7320	36.1	0.327
5_1_grt	7320	36.1	0.330
6_report	7320	36.1	0.325
worst max-delay path by stage:
stage / start / endpoint / cells past startpoint
after CTS: interruptor[0] / catodo[3] / 6
after global routing: interruptor[0] / catodo[3] / 6
final: interruptor[0] / catodo[3] / 6
Power figures rest on the tool's default switching activity, not on a simulated workload.
